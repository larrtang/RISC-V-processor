`design.v`:
```
package rv32i_types;
typedef enum bit [6:0] {
    op_lui   = 7'b0110111,  
    op_auipc = 7'b0010111,  
    op_jal   = 7'b1101111,  
    op_jalr  = 7'b1100111,  
    op_br    = 7'b1100011,  
    op_load  = 7'b0000011,  
    op_store = 7'b0100011,  
    op_imm   = 7'b0010011,  
    op_reg   = 7'b0110011,  
    op_csr   = 7'b1110011   
} rv32i_opcode;
typedef enum bit [2:0] {
    beq  = 3'b000,
    bne  = 3'b001,
    blt  = 3'b100,
    bge  = 3'b101,
    bltu = 3'b110,
    bgeu = 3'b111
} branch_funct3_t;
typedef enum bit [2:0] {
    lb  = 3'b000,
    lh  = 3'b001,
    lw  = 3'b010,
    lbu = 3'b100,
    lhu = 3'b101
} load_funct3_t;
typedef enum bit [2:0] {
    sb = 3'b000,
    sh = 3'b001,
    sw = 3'b010
} store_funct3_t;
typedef enum bit [2:0] {
    add  = 3'b000,  
    sll  = 3'b001,
    slt  = 3'b010,
    sltu = 3'b011,
    axor = 3'b100,
    sr   = 3'b101,  
    aor  = 3'b110,
    aand = 3'b111
} arith_funct3_t;
typedef enum bit [2:0] {
    alu_add = 3'b000,
    alu_sll = 3'b001,
    alu_sra = 3'b010,
    alu_sub = 3'b011,
    alu_xor = 3'b100,
    alu_srl = 3'b101,
    alu_or  = 3'b110,
    alu_and = 3'b111
} alu_ops;
typedef struct packed {
    rv32i_opcode opcode;
    alu_ops aluop;
    logic [2:0] regfilemux_sel;
    logic load_regfile;
    branch_funct3_t cmpop;
    logic [2:0] alumux1_sel;
    logic [2:0] alumux2_sel;
    logic [1:0] addermux_sel;
    logic cmpmux_sel;
	logic mem_read_data;
	logic mem_write;
	logic [3:0] mem_byte_enable;
	logic read_cmp;
    logic [1:0] mdrmux_sel;  
    logic is_signed;
    logic store_half;
    logic store_byte;
    logic [1:0] pcmux_sel;
    logic [2:0] immmux_sel;
} rv32i_control_word;
typedef logic [31:0] rv32i_word;
typedef logic [4:0] rv32i_reg;
typedef logic [3:0] rv32i_mem_wmask;
endpackage : rv32i_types
module data_array #(
    parameter s_index = 3,
    parameter s_offset = 5
)
(
    clk,
    read,
    write_en,
    rindex,
    windex,
    datain,
    dataout
);
localparam s_mask   = 2**s_offset;
localparam s_line   = 8*s_mask;
localparam num_sets = 2**s_index;
input clk;
input read;
input [s_mask-1:0] write_en;
input [s_index-1:0] rindex;
input [s_index-1:0] windex;
input [s_line-1:0] datain;
output logic [s_line-1:0] dataout;
logic [s_line-1:0] data [num_sets-1:0]  ;
logic [s_line-1:0] _dataout;
assign dataout = _dataout;
initial
begin
    for (int i = 0; i < num_sets; i++)
    begin
        data[i] = 1'b0;
    end
end
always_ff @(posedge clk)
begin
    if (read)
        for (int i = 0; i < s_mask; i++)
            _dataout[8*i +: 8] <= (write_en[i] & (rindex == windex)) ? datain[8*i +: 8] : data[rindex][8*i +: 8];
    for (int i = 0; i < s_mask; i++)
    begin
		data[windex][8*i +: 8] <= write_en[i] ? datain[8*i +: 8] : data[windex][8*i +: 8];
    end
end
endmodule : data_array
```
`run.sh`:
```
#!/bin/bash
# OpenROAD 26Q1-2900-gdf79404cd8, Yosys 0.63+post, stock flow scripts
make -C /OpenROAD-flow-scripts/flow DESIGN_CONFIG=/design/flow/config.mk WORK_HOME=/design/flow/orfs finish
```
`config.mk`:
```
export PLATFORM = sky130hd
export DESIGN_NAME = data_array
export DESIGN_NICKNAME = data_array
export VERILOG_FILES = /design/flow/design.v
export SDC_FILE = /design/flow/constraint.sdc
export NUM_CORES = 4
export LEC_CHECK = 1
export CORE_UTILIZATION = 30
```
`constraint.sdc`:
```
current_design data_array

set clk_period 6.6
set clk_io_pct 0.2

create_clock -name clk0 -period $clk_period [get_ports {clk}]

set non_clock_inputs [all_inputs -no_clocks]
set_input_delay [expr $clk_period * $clk_io_pct] -clock clk0 $non_clock_inputs
set_output_delay [expr $clk_period * $clk_io_pct] -clock clk0 [all_outputs]
```
==> metrics.cfg <==
[yosys]
ys_cells = 3807
yosysTopAreaCellShare = 0.773
synth.avg_cell_area_um2 = 23.5
ys_warn_count = 1
top_cells_by_area = edfxtp_1, mux4_2, mux2_2
ys_seq_frac = 0.773
yosysTopAreaCell = edfxtp_1
syn_inst = 3807
synthesis.area_um2 = 89500
ys_ff = 2304
ys_area_um2 = 89500
synth_cell_type_count = 17

[setup_path]
crit_start = windex[1]
critPathKind = in2reg
r2r_slack_ps = 4900
crit_required_ps = 7180
endpoint_kind = register
reg2reg_from = data[7][146]
crit_path_start_kind = input pin
worst-endpoint-arrival_ps = 4500
critPathMaxFanout = 18

[final_timing]
maxSlewHeadroom = 0.424
fin_worst_skew_ps = 79.3
setup_tns_ps = 0
rsz0062_at_grt = no
finalHoldViolCount = 0
fin_crit_sh = 0.594
max_freq_mhz = 255
hold_slack_ps = 815
setup_violations = 0
period_needed_ps = 3920
slew_viol_final = 0
setup_ws_ps = 2680
worst_pin_slew_ps = 861

[grt]
gr-total-overflow = 0
grt_max_degree = 77
grt_pass1_vias = 45400
antenna_found_initial = 83
grt_pass1_wl_mm = 314
grt_use_total = 0.156

[floorplanning]
num_rows = 200
chipArea_um2 = 300000
dieWidth_um = 548
die_y_um = 548
coreArea_um2 = 297000
initCoreUtil = 0.301
ios = 552

[power_and_ir_drop]
leakage_nw = 33.6
power.total_mw = 32.5
power_density_nw_per_um2 = 302
ir_drop_mv = 0.242

[worst_hold_path]
worstHoldStart = data[3][237]
worst_hold_path_type = reg2reg

[flow_run]
warnings = 26
cap_violations = 0

[layout]
syn_to_final_growth_pct = 20.0
drive_gt1_frac = 0.309
fin_cells = 8636
seq_area_um2 = 69200
fill_cells = 26600
layout_top_cell = edfxtp_1
logic_area_um2 = 19300
final_util = 0.362
final_cell_mix = edfxtp_1, clkdlybuf4s50_1, mux4_2, mux2_2, and2_1
fin_area_um2 = 107000

[clock_network]
hold_buffers = 0
insertion_delay_ps = 890
tritoncts = done
cts_buffers = 241
clockRootBuffer = clkbuf_16
post-cts-setup-buffers = 0
cts_sinks = 2304
path_clk_slew_ps = 60
clock_path_buffers = 4
cts_resized = 0
cts_max_level = 4

[place]
dp_cells = 8174
place_congestion = 0.802
portBuffers = 551
dp_slack_ps = 1730
postPlaceCellArea_um2 = 99400
hpwl_mm = 136

[route]
route.met2.wl_mm = 104
num_vias = 40900
drt-met1-wl_mm = 74.7
drt_wl_total_mm = 217
routed.top_layer = met5
drt_first_pass_iters = 5
via_per_inst = 4.73
antenna_left = 0
dr.first_iter.drc_count = 2365
routed-wl-met3_mm = 32.4
wire_per_inst_um = 25.2
drc_errors = 0

[outcome]
outcome = finished, final reports clean

[layout make-up]
| cell class | count | share of cell area |
|---|---|---|
| Clock buffer | 281 | 0.0578 |
| Clock inverter | 164 | 0.0159 |
| Timing Repair Buffer | 607 | 0.0564 |
| Tap cell | 3939 | 0.0459 |
| Antenna cell | 17 | 0.000396 |
| Sequential cell | 2304 | 0.644 |
| Multi-Input combinational cell | 1324 | 0.179 |
[cells in the mapped netlist]
master	instances
nor3b_1	3
xnor2_2	1
clkbuf_1	94
xnor2_1	2
mux2_2	512
buf_1	12
nand2_1	1
nor3_1	1
buf_2	20
and3_1	1
mux4_2	512
and2_1	256
buf_6	53
edfxtp_1	2304
nand4_1	32
and3b_1	2
nor2_1	1
[worst paths after layout]
| check | endpoint | cells past startpoint |
|---|---|---|
| max | _dataout[125] | 6 |
| min reg2reg | _dataout[237] | 3 |
| max reg2reg | _dataout[146] | 3 |
| min | _dataout[237] | 3 |
[critical path: stages]
cell and delay, ps:
clkdlybuf4s50_1 760, xnor2_4 150, buf_4 390, buf_4 620, nand4_1 680, mux2_2 500
[routing by layer]
metal	vias to the layer above	global-route usage
li1	17500	-
met1	20600	0.185
met2	2250	0.239
met3	462	0.106
met4	100	0.0308
met5	-	0.00665
[report_power, final]
part / internal (mW) / total, mW / switching [mW]
Sequential: 16.8 / 16.9 / 0.182
Combinational: 1.12 / 2.15 / 1.04
Clock: 7.73 / 13.4 / 5.66
[cells by family after synthesis]
group / synth area share
simple gates: 0.0208
mux: 0.193
flops: 0.773
xor+xnor: 0.000378
buf+inv: 0.0122
[sequential cells by signal (all words and copies together) (netlist names)]
| register | cells |
|---|---|
| data | 2048 |
| _dataout | 256 |
