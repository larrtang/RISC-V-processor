===== run.sh =====
#!/bin/bash
# OpenROAD 26Q1-2900-gdf79404cd8, Yosys 0.63+post, stock flow scripts
make -C /OpenROAD-flow-scripts/flow DESIGN_CONFIG=/design/flow/config.mk WORK_HOME=/design/flow/orfs finish

===== config.mk =====
export PLATFORM = sky130hd
export DESIGN_NAME = shiftreg_array_di
export DESIGN_NICKNAME = shiftreg_array_di
export VERILOG_FILES = /design/flow/design.v
export SDC_FILE = /design/flow/constraint.sdc
export NUM_CORES = 4
export LEC_CHECK = 1
export CORE_UTILIZATION = 30

===== design.v =====
package rv32i_types;
typedef enum bit [6:0] {
    op_lui   = 7'b0110111,  
    op_auipc = 7'b0010111,  
    op_jal   = 7'b1101111,  
    op_jalr  = 7'b1100111,  
    op_br    = 7'b1100011,  
    op_load  = 7'b0000011,  
    op_store = 7'b0100011,  
    op_imm   = 7'b0010011,  
    op_reg   = 7'b0110011,  
    op_csr   = 7'b1110011   
} rv32i_opcode;
typedef enum bit [2:0] {
    beq  = 3'b000,
    bne  = 3'b001,
    blt  = 3'b100,
    bge  = 3'b101,
    bltu = 3'b110,
    bgeu = 3'b111
} branch_funct3_t;
typedef enum bit [2:0] {
    lb  = 3'b000,
    lh  = 3'b001,
    lw  = 3'b010,
    lbu = 3'b100,
    lhu = 3'b101
} load_funct3_t;
typedef enum bit [2:0] {
    sb = 3'b000,
    sh = 3'b001,
    sw = 3'b010
} store_funct3_t;
typedef enum bit [2:0] {
    add  = 3'b000,  
    sll  = 3'b001,
    slt  = 3'b010,
    sltu = 3'b011,
    axor = 3'b100,
    sr   = 3'b101,  
    aor  = 3'b110,
    aand = 3'b111
} arith_funct3_t;
typedef enum bit [2:0] {
    alu_add = 3'b000,
    alu_sll = 3'b001,
    alu_sra = 3'b010,
    alu_sub = 3'b011,
    alu_xor = 3'b100,
    alu_srl = 3'b101,
    alu_or  = 3'b110,
    alu_and = 3'b111
} alu_ops;
typedef struct packed {
    rv32i_opcode opcode;
    alu_ops aluop;
    logic [2:0] regfilemux_sel;
    logic load_regfile;
    branch_funct3_t cmpop;
    logic [2:0] alumux1_sel;
    logic [2:0] alumux2_sel;
    logic [1:0] addermux_sel;
    logic cmpmux_sel;
	logic mem_read_data;
	logic mem_write;
	logic [3:0] mem_byte_enable;
	logic read_cmp;
    logic [1:0] mdrmux_sel;  
    logic is_signed;
    logic store_half;
    logic store_byte;
    logic [1:0] pcmux_sel;
    logic [2:0] immmux_sel;
} rv32i_control_word;
typedef logic [31:0] rv32i_word;
typedef logic [4:0] rv32i_reg;
typedef logic [3:0] rv32i_mem_wmask;
endpackage : rv32i_types
module shiftreg_array_di #(
    parameter width = 32,
    parameter s_index = 3,
    parameter num_sets = 2**s_index
)
(
    input clk,
    input load,
    input reset,
    input logic [s_index-1:0] read_index,
    input logic [s_index-1:0] write_index,
    input logic datain,
    output logic [width-1:0] dataout
);
logic [width-1:0] data [num_sets-1:0];
assign dataout = data[read_index];
initial
begin
    for(int i = 0; i < num_sets; i++) begin
        data[i] = 1'b0;
    end
end
always_ff @(posedge clk)
begin
    if (reset == 1)
    begin
        data[write_index] <= 1'b0;
    end
    else if (load)
    begin
        data[write_index] <= {dataout[width-2:0], datain};
    end
end
endmodule : shiftreg_array_di

===== constraint.sdc =====
current_design shiftreg_array_di

set clk_period 7.2
set clk_io_pct 0.2

create_clock -name clk0 -period $clk_period [get_ports {clk}]

set non_clock_inputs [all_inputs -no_clocks]
set_input_delay [expr $clk_period * $clk_io_pct] -clock clk0 $non_clock_inputs
set_output_delay [expr $clk_period * $clk_io_pct] -clock clk0 [all_outputs]

==> impl_metrics.tcl <==
# place-and-route summary
set metrics [dict create \
    drt_iter0_markers 290 \
    hold_violations 0 \
    path_buffers 4 \
    rsz0062_at_grt "no" \
    critical_path.max_stage_delay_ps 620 \
    num_vias 5198 \
    numSynthFlops 256 \
    synth_top_flop_cell "edfxtp_1" \
    rows 66 \
    cp_top_family "buffers and inverters" \
    crit_fanout 12 \
    critical_path.slowest_cell "clkdlybuf4s50_1" \
    syn_area_mm2 0.0101 \
    area_delta_synth_final_pct 17.1 \
    max_freq_ghz 0.183 \
    antenna_left 0 \
    grt_overflow 0 \
    status "finished, final reports clean" \
    cts.sinks 256 \
    yosys_area_mm2 0.0101 \
    wl_per_cell_um 19.2 \
    vias_per_cell 4.84 \
    cp-end-kind "output port" \
    cap_violations 0 \
    cts_max_path_buffers 3 \
    largest_register_ffs 256 \
    openroad.warnings 25 \
    synth_async_sr_flop_share 0 \
    hold_path.class "flip-flop to flip-flop" \
    p_leak_nw 3.76 \
    clock_skew_ps 17.2 \
    relSlewSlack 0.357 \
    synthTopCellsByCount "edfxtp_1, mux2_2, o22ai_1, nor2_1, nor3_1" \
    top_cell "edfxtp_1" \
    grt_use_total 0.133 \
    r2r_slack_ps 5410 \
    top_regs "data x256" \
    gp_congestion 0.751 \
    finalSetupViolCount 0 \
    cts_tree "done" \
    finalCriticalPeriod_ps 5450 \
    fin_util 0.362 \
    critPathArrivalTime_ps 4010 \
    dp_hpwl_mm 10.7 \
    cts-root-buf "clkbuf_16" \
    critPathLaunchType "primary input" \
    critPathRequiredTime_ps 5760 \
    die_w_um 186 \
    diodes 0 \
    syn_area_per_cell_um2 18.1 \
    post_cts.repair.setup_buffers 0 \
    drc 0 \
    fin_crit_sh 0.757 \
    worstPathCellList "clkdlybuf4s50_1, nand2b_1, buf_4, buf_4, o22ai_1, a211oi_1, clkdlybuf4s50_1" \
    die_area_mm2 0.0346 \
    cts.htree.levels 1 \
    top_area_frac 0.758 \
    yosysTopAreaCell "edfxtp_1" \
    port_buffers 41 \
    synth_cell_type_count 21 \
    grt_pass1_vias 5505 \
    route.final.wire_length_mm 20.7 \
    slew_viol_final 0 \
    yosysWarnings 1 \
    postCtsHoldBufs 0 \
    die_h_um 186 \
    core_mm2 0.0329 \
    layout-drive-gt1-share 0.288 \
    dr.pass1.iters 4 \
    ir_drop_v 0.000131 \
    fp-utilization 0.309 \
    power_density_mw_per_mm2 261 \
    area_leaders "edfxtp_1, mux2_2, o22ai_1, nor3_1, nor2_1" \
    tns_ps 0 \
    largest-register "data" \
    ys_seq_share 0.758 \
    antenna_found_initial 0 \
    top_level_ports 42 \
    yosys_cells 560 \
    cts_made_buffers 26 \
    grt_max_degree 84 \
    enable_flop_cells 256 \
    tightest_slew_ps 963 \
    clock_latency_ps 520 \
    path_class "primary input to output port" \
    netlist_instances 560 \
    grt_pass1_wl_mm 31.8 \
    post_cts_resized 0 \
    clkTransAtPathRegs_ps 60 \
]
## where the power goes
part | leakage, nW | switching, mW | internal, mW
Clock | 0.370 | 0.504 | 0.676
Combinational | 1.00 | 0.129 | 0.0963
Sequential | 2.39 | 0.00708 | 1.69
## worst min-delay path: stages (launching register included)
cell and delay (ps):
edfxtp_1 350, mux2i_1 210, a2111oi_2 170
## cell type report
| cell class | count | area (um^2) |
|---|---|---|
| clock inverters | 10 | 45.0 |
| clock buffers | 33 | 698 |
| repair buffers | 61 | 571 |
| fillers | 3087 | 21000 |
| well taps | 442 | 553 |
| flip-flops and latches | 256 | 7690 |
| inverters | 1 | 3.75 |
| multi-input cells | 272 | 2320 |
## cell families after synthesis
kind of cell | after synthesis | share of synthesized area
flip-flops | 256 | 0.758
multiplexers | 120 | 0.135
AND-OR/OR-AND | 78 | 0.0549
AND/OR/NAND/NOR | 74 | 0.0340
buffers and inverters | 32 | 0.0190
## per-stage QoR
stage	area (um^2)	total power [mW]	instances	hold slack [ps]	setup slack (ps)
floorplan	10100	1.85	560	844	2900
global route	11900	3.20	1075	998	1480
finish	11900	3.10	1075	922	1750
CTS	11900	3.13	1075	926	1700
detailed placement	11100	1.96	1032	921	1700
global placement	11100	1.95	1032	911	1730
## cell usage in the layout, fill, tap and decap left out, types with 4 or more instances in the layout
master	instances
a2111oi_2	5
a211oi_1	14
buf_4	20
clkbuf_1	6
clkbuf_16	27
clkdlybuf4s50_1	40
clkinv_1	4
clkinv_2	6
edfxtp_1	256
mux2_2	111
mux2i_1	7
nand2b_1	4
nor2_1	26
nor2_4	6
nor2b_1	8
nor3_1	24
o22ai_1	55
## path summary, 6_finish.rpt
check | start | end | depth (start not counted)
setup / recovery | read_index[1] | dataout[25] | 7
hold reg to reg | data[0][29]$_DFFE_PP_ | data[6][30]$_DFFE_PP_ | 2
setup reg to reg | data[4][20]$_DFFE_PP_ | data[7][21]$_DFFE_PP_ | 3
hold / removal | data[0][29]$_DFFE_PP_ | data[6][30]$_DFFE_PP_ | 2
## routing by layer
layer	wire, um	part of all wire	track usage	vias to the layer above
met5	0	0	0	-
met4	355	0.017	0.0190	0
met3	2360	0.11	0.0738	30
met2	9670	0.47	0.203	235
met1	8310	0.40	0.176	2559
li1	-	-	-	2374
Power is estimated from default activity; no workload was simulated.
