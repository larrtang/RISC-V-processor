==> /design/flow/run.sh <==
#!/bin/bash
# OpenROAD 26Q1-2900-gdf79404cd8, Yosys 0.63+post, stock flow scripts
make -C /OpenROAD-flow-scripts/flow DESIGN_CONFIG=/design/flow/config.mk WORK_HOME=/design/flow/orfs finish
==> /design/flow/config.mk <==
export PLATFORM = sky130hd
export DESIGN_NAME = regfile
export DESIGN_NICKNAME = regfile
export VERILOG_FILES = /design/flow/design.v
export SDC_FILE = /design/flow/constraint.sdc
export NUM_CORES = 4
export LEC_CHECK = 1
export CORE_UTILIZATION = 50
==> /design/flow/constraint.sdc <==
current_design regfile

set clk_period 5.9
set clk_io_pct 0.2

create_clock -name clk0 -period $clk_period [get_ports {clk}]

set non_clock_inputs [all_inputs -no_clocks]
set_input_delay [expr $clk_period * $clk_io_pct] -clock clk0 $non_clock_inputs
set_output_delay [expr $clk_period * $clk_io_pct] -clock clk0 [all_outputs]
==> /design/flow/design.v <==
package rv32i_types;
typedef enum bit [6:0] {
    op_lui   = 7'b0110111,  
    op_auipc = 7'b0010111,  
    op_jal   = 7'b1101111,  
    op_jalr  = 7'b1100111,  
    op_br    = 7'b1100011,  
    op_load  = 7'b0000011,  
    op_store = 7'b0100011,  
    op_imm   = 7'b0010011,  
    op_reg   = 7'b0110011,  
    op_csr   = 7'b1110011   
} rv32i_opcode;
typedef enum bit [2:0] {
    beq  = 3'b000,
    bne  = 3'b001,
    blt  = 3'b100,
    bge  = 3'b101,
    bltu = 3'b110,
    bgeu = 3'b111
} branch_funct3_t;
typedef enum bit [2:0] {
    lb  = 3'b000,
    lh  = 3'b001,
    lw  = 3'b010,
    lbu = 3'b100,
    lhu = 3'b101
} load_funct3_t;
typedef enum bit [2:0] {
    sb = 3'b000,
    sh = 3'b001,
    sw = 3'b010
} store_funct3_t;
typedef enum bit [2:0] {
    add  = 3'b000,  
    sll  = 3'b001,
    slt  = 3'b010,
    sltu = 3'b011,
    axor = 3'b100,
    sr   = 3'b101,  
    aor  = 3'b110,
    aand = 3'b111
} arith_funct3_t;
typedef enum bit [2:0] {
    alu_add = 3'b000,
    alu_sll = 3'b001,
    alu_sra = 3'b010,
    alu_sub = 3'b011,
    alu_xor = 3'b100,
    alu_srl = 3'b101,
    alu_or  = 3'b110,
    alu_and = 3'b111
} alu_ops;
typedef struct packed {
    rv32i_opcode opcode;
    alu_ops aluop;
    logic [2:0] regfilemux_sel;
    logic load_regfile;
    branch_funct3_t cmpop;
    logic [2:0] alumux1_sel;
    logic [2:0] alumux2_sel;
    logic [1:0] addermux_sel;
    logic cmpmux_sel;
	logic mem_read_data;
	logic mem_write;
	logic [3:0] mem_byte_enable;
	logic read_cmp;
    logic [1:0] mdrmux_sel;  
    logic is_signed;
    logic store_half;
    logic store_byte;
    logic [1:0] pcmux_sel;
    logic [2:0] immmux_sel;
} rv32i_control_word;
typedef logic [31:0] rv32i_word;
typedef logic [4:0] rv32i_reg;
typedef logic [3:0] rv32i_mem_wmask;
endpackage : rv32i_types
module regfile
(
    input clk,
    input load,
    input [31:0] in,
    input [4:0] src_a, src_b, dest,
    output logic [31:0] reg_a, reg_b
);
logic [31:0] data [32]  ;
initial
begin
    for (int i = 0; i < $size(data); i++)
    begin
        data[i] = 32'b0;
    end
end
always_ff @(posedge clk)
begin
    if (load && dest)
    begin
        data[dest] = in;
    end
end
always_comb
begin
    reg_a = src_a ? data[src_a] : 0;
    reg_b = src_b ? data[src_b] : 0;
end
endmodule : regfile
==> flow_summary.yaml <==
# flow metrics
clock_tree:
  cts_buffers: 110
  htree_levels: 3
  cts_setup_buffers: 0
  cts_root_buf: "clkbuf_16"
  clockBufferDepth: 3
  clock_sinks: 1024
  cts_resized: 0
  cts_tree: "yes"
  postCtsHoldBufs: 0
  clk_pin_slew_ns: 0.06
sta:
  finalSetupViolations: 0
  max-slew-margin-rel_pct: 31.2
  fmax_mhz: 181
  whs_ns: 1.30
  worst_pin_slew_ns: 1.03
  hold_viol_final: 0
  worst_slack_ns: 0.371
  rsz0062_at_grt: "false"
  period_used_pct: 93.7
  maxSlewViolCount: 0
  period_minus_slack_ns: 5.53
  finalSetupTns_ns: 0
pwr:
  peakVddDrop_mv: 0.261
  p_int_uw: 12700
  swShare_pct: 22.6
  p_leak_uw: 0.0180
  combPwrFrac_pct: 9.1
  pwr-share-clk_pct: 41.3
  sequentialPowerShare_pct: 49.6
  switchingPower_uw: 3720
  powerDensity_nw_per_um2: 300
synthesis:
  syn_area_per_cell_um2: 18.7
  top_cell: "edfxtp_1"
  top_area_cell: "edfxtp_1"
  yosysWarnings: 1
  synth_top_area_share_pct: 64.2
  flop_cell: "edfxtp_1"
  yosys_cells: 2564
  synthTopCellsByCount: "edfxtp_1, mux2i_1, mux4_2"
  enable_flop_cells: 1024
  area_leaders: "edfxtp_1, mux4_2, mux2i_1"
  syn-cell-area_um2: 47900
  syn_inst: 2564
  synth_cell_type_count: 39
  async_flop_share_pct: 0
  ys_area_um2: 47900
  ys_ff: 1024
  postSynthSeqShare_pct: 64.2
worst_setup_path:
  crit_type: "input port to output pin"
  cpPeakStageDelay_ns: 0.75
  worstPathArrival_ns: 4.35
  endpoint_kind: "output pin"
  path_cells: "buf_2 > nand2b_2 > buf_4 > o21ai_0 > a311oi_1 > buf_4 > clkdlybuf4s50_1"
  critPathRequiredTime_ns: 4.72
  critPathMostFrequentCell: "buf_4"
  crit_path_top_delay_cell: "nand2b_2"
  startpoint_type: "input port"
  crit_path_max_fanout: 15
grt:
  grt_usage_pct: 35.9
  grt_pass1_wl_um: 218000
  grt_overflow: 0
  grt_pass1_vias: 31500
  grt_max_degree: 70
  antenna_found_initial: 3
layout:
  syn2layout_area_growth_pct: 14.7
  final_layout_size_suffix_gt1_share_pct: 27.6
  num-fill-cells: 6876
  final_core_util_pct: 57.8
  largest_reg_flops: 1024
  fin_cells: 4122
placement:
  io_buffer_count: 112
  dp.cells: 3921
  place_congestion: 0.915
  dp_hpwl_um: 90600
  dp_slack_ns: 0.486
route:
  drc_errors: 0
  vias: 28400
  detail-route-antenna-nets: 0
  drt_iter0_drc: 1995
  routed_via_density: 6.90
  wl_um: 153000
  wl_per_cell_um: 37.2
  drtPass1Iterations: 7
run:
  drv_cap: 0
  tool_warnings: 26
floorplan:
  io_pins: 113
  die_y_um: 312
  core_area_um2: 95000
  rows: 113
  die_area_um2: 97100
  fp_util_pct: 50.4
  dieWidth_um: 312
outcome:
  outcome: "complete, no violations"
worst_hold_path:
  hp-class: "input port to register"
-- cells in the final DEF, fill, tap and decap left out, types with 3 or more instances in the layout --
cell type,synthesis,routed
clkinv_1,0,23
a221oi_1,38,38
buf_12,0,25
buf_8,0,4
buf_2,50,3
a211oi_2,11,11
a21oi_1,32,32
nand3b_1,6,6
mux2_2,64,64
clkbuf_16,0,114
mux4_2,316,316
conb_1,1,32
a22oi_1,64,64
clkinvlp_4,0,4
mux4_1,36,36
clkdlybuf4s50_1,0,102
edfxtp_1,1024,1024
o21ai_1,4,4
nor2_4,0,33
o221ai_1,64,64
or3b_2,5,4
clkbuf_1,98,25
nor2b_4,0,5
bufinv_16,0,11
o21ai_0,50,50
mux2i_1,320,320
a211oi_1,53,53
nor2b_1,37,32
buf_4,53,140
nand2_1,85,85
nand4_1,32,32
o2111ai_1,10,10
a221oi_2,16,16
a311oi_1,32,32
clkinv_2,0,19
-- path summary, 6_finish.rpt --
check                     from           end  cells past startpoint
worst min-delay path    in[21]  data[26][21]                      2
worst max-delay path  src_a[4]      reg_a[8]                      7
-- metal layers --
metal | vias up | track usage (%) | routed length [um]
li1 | 11400 | - | -
met1 | 14100 | 43.8 | 46700
met2 | 2447 | 48.6 | 68900
met3 | 374 | 30.5 | 30800
met4 | 21 | 10.8 | 6180
met5 | - | 7.26 | 735
-- worst max-delay path, delay by kind of cell --
kind	cells	cell delay, ns
buffers and inverters	4	1.62
AND/OR/NAND/NOR	1	0.75
AND-OR/OR-AND	2	0.77
-- final cells by class --
class | count | area [um2] | share of cell area, %
Inverter | 2 | 8.76 | 0.0159
Tap cell | 1265 | 1580 | 2.88
Sequential cell | 1024 | 30700 | 56.0
Antenna cell | 1 | 2.50 | 0.00455
Multi-Input combinational cell | 1354 | 16400 | 29.8
Clock buffer | 139 | 2950 | 5.36
Timing Repair Buffer | 276 | 2670 | 4.86
Clock inverter | 61 | 588 | 1.07
-- logic make-up (layout without fill, tap and decap cells) --
family,Yosys count,in the layout,synth area share [%]
buffers and inverters,217,478,2.44
AND-OR/OR-AND,374,374,6.15
other,1,33,0.00783
multiplexers,736,736,25.0
flip-flops,1024,1024,64.2
AND/OR/NAND/NOR,212,212,2.18
-- metrics by stage --
step	power [uW]	instance area, um2
CTS	16500	54900
global placement	9780	51400
detailed placement	9790	51400
floorplan	9120	48000
global route	16900	54900
finish	16500	54900
-- power by group through the flow --
stage / combinational (uW) / sequential, uW / clock, uW
4_1_cts: 1490 / 8160 / 6880
5_1_grt: 1580 / 8170 / 7130
6_report: 1500 / 8160 / 6800
Power and IR drop assume default switching activity.
